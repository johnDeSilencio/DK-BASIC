$ cat design.v
module gamecube_bit_receiver (
    input CLK,
    input n_RST,
    input DATALINE,
    output reg RX,
    output reg VALID_DATA
);
    localparam STATE_INITIAL = 3'd0;
    localparam STATE_READING_SECOND_VBIT = 3'd1;
    localparam STATE_READING_ZERO_VBIT_2 = 3'd2;
    localparam STATE_READING_ZERO_VBIT_3 = 3'd3;
    localparam STATE_READING_ONE_VBIT_2 = 3'd4;
    localparam STATE_READING_ONE_VBIT_3 = 3'd5;
    reg [2:0] curr_state;
    reg [2:0] next_state;
    always @ (posedge CLK) begin
        if (n_RST == 0) begin
            curr_state <= STATE_INITIAL;
            RX <= 1;
            VALID_DATA <= 0; 
        end else
            curr_state <= next_state;
        case (curr_state)
            STATE_READING_ZERO_VBIT_2: begin
                RX <= 0;
                VALID_DATA <= 0;
            end
            STATE_READING_ZERO_VBIT_3: begin
                RX <= 0;
                VALID_DATA <= 1;
            end
            STATE_READING_ONE_VBIT_2: begin
                RX <= 1;
                VALID_DATA <= 0;
            end
            STATE_READING_ONE_VBIT_3: begin
                RX <= 1;
                VALID_DATA <= 1;
            end
            default: begin
                RX <= 1;
                VALID_DATA <= 0;
            end
        endcase
    end
    always @ (*) begin
        next_state <= curr_state;
        case (curr_state)
            STATE_INITIAL: begin
                if (DATALINE == 0)
                    next_state <= STATE_READING_SECOND_VBIT;
                else
                    next_state <= STATE_INITIAL;
            end
            STATE_READING_SECOND_VBIT: begin
                if (DATALINE == 0)
                    next_state <= STATE_READING_ZERO_VBIT_2;
                else
                    next_state <= STATE_READING_ONE_VBIT_2;
            end
            STATE_READING_ZERO_VBIT_2: begin
                if (DATALINE == 0)
                    next_state <= STATE_READING_ZERO_VBIT_3;
                else
                    next_state <= STATE_INITIAL;
            end
            STATE_READING_ONE_VBIT_2: begin
                if (DATALINE == 1)
                    next_state <= STATE_READING_ONE_VBIT_3;
                else
                    next_state <= STATE_INITIAL;
            end
            default: begin
                if (DATALINE == 0)
                    next_state <= STATE_READING_SECOND_VBIT;
                else
                    next_state <= STATE_INITIAL;
            end
        endcase
    end
endmodule
module gamecube_bit_transceiver (
    input CLK,
    input n_RST,
    input TX,
    input n_SEND,
    output reg BUSY,
    output reg RX,
    output reg VALID_DATA,
    inout DATALINE,
    output COLLISION_DETECTED
);
    gamecube_bit_transmitter transmitter (
        .CLK(CLK),
        .n_RST(n_RST),
        .n_SEND(n_SEND),
        .TX(TX),
        .DATALINE(DATALINE),
        .BUSY(busy)
    );
    gamecube_bit_receiver receiver (
        .CLK(CLK),
        .n_RST(n_RST),
        .DATALINE(DATALINE),
        .RX(RX),
        .VALID_DATA(VALID_DATA)
    );
endmodule
module gamecube_bit_transmitter (
    input CLK,               
    input n_RST,             
    input n_SEND,            
    input TX,               
    output reg DATALINE,     
    output reg BUSY          
);
    localparam STATE_IDLE = 3'd0;
    localparam STATE_WRITING_ZERO_VBIT_0 = 3'd1;
    localparam STATE_WRITING_ZERO_VBIT_1 = 3'd2;
    localparam STATE_WRITING_ZERO_VBIT_2 = 3'd3;
    localparam STATE_WRITING_ONE_VBIT_0 = 3'd4;
    localparam STATE_WRITING_ONE_VBIT_1 = 3'd5;
    localparam STATE_WRITING_ONE_VBIT_2 = 3'd6;
    localparam STATE_WRITING_FINAL_VBIT = 3'd7;  
    reg [2:0] curr_state;
    reg [2:0] next_state;
    always @ (posedge CLK) begin        
        if (n_RST == 0) begin
            BUSY <= 0;
            DATALINE <= 1;  
            curr_state <= STATE_IDLE;
        end else
            curr_state <= next_state;
        BUSY <= 0;
        DATALINE <= 1;
        case (curr_state)
            STATE_IDLE: begin
                BUSY <= 0;
                DATALINE <= 1;  
            end
            STATE_WRITING_ZERO_VBIT_0:      begin BUSY <= 1; DATALINE <= 0; end
            STATE_WRITING_ZERO_VBIT_1:      begin BUSY <= 1; DATALINE <= 0; end
            STATE_WRITING_ZERO_VBIT_2:      begin BUSY <= 1; DATALINE <= 0; end
            STATE_WRITING_ONE_VBIT_0:       begin BUSY <= 1; DATALINE <= 0; end
            STATE_WRITING_ONE_VBIT_1:       begin BUSY <= 1; DATALINE <= 1; end
            STATE_WRITING_ONE_VBIT_2:       begin BUSY <= 1; DATALINE <= 1; end
            STATE_WRITING_FINAL_VBIT:       DATALINE <= 1;
            default:                        DATALINE <= 1;
        endcase
    end
    always @ (*) begin
        next_state <= curr_state;
        case (curr_state)
            STATE_IDLE: begin
                if (n_SEND == 0 && TX == 0)
                    next_state <= STATE_WRITING_ZERO_VBIT_0;
                else if (n_SEND == 0 && TX == 1)
                    next_state <= STATE_WRITING_ONE_VBIT_0;
                else
                    next_state <= STATE_IDLE;
            end
            STATE_WRITING_ZERO_VBIT_0:  next_state <= STATE_WRITING_ZERO_VBIT_1;
            STATE_WRITING_ZERO_VBIT_1:  next_state <= STATE_WRITING_ZERO_VBIT_2;
            STATE_WRITING_ZERO_VBIT_2:  next_state <= STATE_WRITING_FINAL_VBIT;
            STATE_WRITING_ONE_VBIT_0:   next_state <= STATE_WRITING_ONE_VBIT_1;
            STATE_WRITING_ONE_VBIT_1:   next_state <= STATE_WRITING_ONE_VBIT_2;
            STATE_WRITING_ONE_VBIT_2:   next_state <= STATE_WRITING_FINAL_VBIT;
            STATE_WRITING_FINAL_VBIT: begin
                if (n_SEND == 0 && TX == 0)
                    next_state <= STATE_WRITING_ZERO_VBIT_0;
                else if (n_SEND == 0 && TX == 1)
                    next_state <= STATE_WRITING_ONE_VBIT_0;
                else
                    next_state <= STATE_IDLE;
            end
            default:                    next_state <= STATE_IDLE;
        endcase
    end
endmodule
$ cat run.sh
#!/bin/bash
# OpenROAD 26Q1-2900-gdf79404cd8, Yosys 0.63+post, stock flow scripts
make -C /OpenROAD-flow-scripts/flow DESIGN_CONFIG=/design/flow/config.mk WORK_HOME=/design/flow/orfs finish
$ cat config.mk
export PLATFORM = sky130hd
export DESIGN_NAME = gamecube_bit_transceiver
export DESIGN_NICKNAME = gamecube_bit_transceiver
export VERILOG_FILES = /design/flow/design.v
export SDC_FILE = /design/flow/constraint.sdc
export NUM_CORES = 4
export LEC_CHECK = 1
export CORE_AREA = 10 10 80 80
export DIE_AREA = 0 0 90 90
$ cat constraint.sdc
current_design gamecube_bit_transceiver

set clk_period 1.5
set clk_io_pct 0.2

create_clock -name clk0 -period $clk_period [get_ports {CLK}]

set non_clock_inputs [all_inputs -no_clocks]
set_input_delay [expr $clk_period * $clk_io_pct] -clock clk0 $non_clock_inputs
set_output_delay [expr $clk_period * $clk_io_pct] -clock clk0 [all_outputs]
==> summary.log <==
qor: status.error [error] [KeplerFormal.cpp:679] Workflow failed: Iso has multiple drivers: .DATALINE0, DATALINE$_DFF_P_.Q0
qor: clock_network.post_cts_resize_count 0
qor: synth.synth_seq_share 64.0%
qor: floorplan.pin_count 9
qor: placement.detailed_place_hpwl 645 um
qor: placement.globalplace.congestion 0.660
qor: synth.synth-area-yosys 532 um^2
qor: synth.synthSimpleGateAreaFrac 26.4%
qor: clock_network.cts_setup_buffers 0
qor: synth.ys_sh_adder 0%
qor: synth.top_logic_kind simple AND/OR/NAND/NOR gates
qor: synth.synthesis.area 532 um^2
qor: status.flow.stopped_at clock tree synthesis (4_1_cts)
qor: clock_network.cts_max_path_buffers 2
qor: floorplan.row_count 25
qor: floorplan.fp.dieW 90 um
qor: clock_network.cts.htree.levels 1
qor: synth.ys_cells 48
qor: synth.post_synthesis_share_of_cell_area_spent_on_xor_and_xnor_gates 0%
qor: placement.placed_area 649 um^2
qor: clock_network.cts_sinks 17
qor: clock_network.cts_root_buf sky130_fd_sc_hd__clkbuf_8
qor: synth.avgSynthCellArea 11.1 um^2
qor: synth.synthesis.yosys.warnings 5
qor: floorplan.dieHeight 90 um
qor: synth.synth.distinct_cells 19
qor: clock_network.postCtsHoldBufs 0
qor: floorplan.initial_utilization 11.3%
qor: synth.synth.cellmix.compoundShare 3.06%
qor: synth.mux_share 0%
qor: clock_network.numCtsBuffers 3
qor: status.status stopped before the end
qor: placement.portBuffers 5
qor: synth.post_synth_inst_count 48
qor: synth.numSynthFlops 17
==> metrics by stage <==
stage	util [%]	setup WS, ns	std cells
2_1_floorplan	-	0.654	49
3_3_place_gp	13.7	0.182	118
3_5_place_dp	13.7	0.0886	118
==> cell usage after synthesis, drive strengths merged <==
| master | n | area [um^2] |
|---|---|---|
| and2 | 5 | 32.5 |
| a2bb2oi | 1 | 8.76 |
| nand2 | 1 | 3.75 |
| o31ai | 1 | 7.51 |
| and3 | 2 | 12.5 |
| buf | 3 | 20.0 |
| and3b | 1 | 8.76 |
| nand2b | 2 | 12.5 |
| nor3 | 1 | 5.00 |
| nor4 | 1 | 12.5 |
| conb | 1 | 3.75 |
| or2 | 2 | 15.0 |
| inv | 3 | 11.3 |
| dfxtp | 17 | 340 |
| nor2 | 6 | 22.5 |
| nor4b | 1 | 15.0 |
==> cells by family after synthesis <==
group                  count (synthesis)
buffers and inverters                  6
DFF                                   17
and+or+nand+nor                       22
other                                  1
AOI/OAI and AO/OA                      2
